### /design/flow/design.v
module Adder #(parameter XLEN = 32)(
                input [XLEN-1:0] PC,
                output [XLEN-1:0] PC_add);
    assign PC_add = PC + 1;     
endmodule
### /design/flow/run.sh
#!/bin/bash
# OpenROAD 26Q1-2900-gdf79404cd8, Yosys 0.63+post, stock flow scripts
make -C /OpenROAD-flow-scripts/flow DESIGN_CONFIG=/design/flow/config.mk WORK_HOME=/design/flow/orfs finish
### /design/flow/config.mk
export PLATFORM = sky130hd
export DESIGN_NAME = Adder
export DESIGN_NICKNAME = Adder
export VERILOG_FILES = /design/flow/design.v
export SDC_FILE = /design/flow/constraint.sdc
export NUM_CORES = 4
export LEC_CHECK = 1
export CORE_AREA = 10 10 77 77
export DIE_AREA = 0 0 87 87
### /design/flow/constraint.sdc
current_design Adder

set clk_period 6.2
set clk_io_pct 0.2

create_clock -name clk0 -period $clk_period

set non_clock_inputs [all_inputs -no_clocks]
set_input_delay [expr $clk_period * $clk_io_pct] -clock clk0 $non_clock_inputs
set_output_delay [expr $clk_period * $clk_io_pct] -clock clk0 [all_outputs]
==> flow_summary_export.csv <==
group,metric,value,unit
status,status,"finished, final reports clean",
routing,route.antenna.diode_count,0,
critical_path,crit_chain,"clkdlybuf4s50_1 -> ha_1 -> and3_1 -> nand3_2 -> nor4_1 -> xor2_1 -> clkdlybuf4s50_1",
timing,final_worst_path_cycle_share,0.765,
job,cap_viol_max_count,0,
job,stage_log_warnings,32,
final_layout,post_layout_nonfiller_instances,208,
placement,routabilityCongestion,0.813,
yosys,top_area_cell,"xor2_1",
timing,unrepaired_setup_endpoints_after_global_routing,"false",
die,placement_rows,24,
cts,postCtsSetupRepairBufs,0,
timing,final.min_clock_period,4.74,ns
yosys,top_cell_area_share,0.243,
critical_path,timing.critical_path.arrival,3.50,ns
critical_path,cp_max_delay_cell,"clkdlybuf4s50_1",
hold_path,holdCritPathClass,"in -> out",
grt,global_route.usage.total,0.0707,
final_layout,regArea,0,sq um
grt,grt_pass1_wl,4.55,mm
yosys,syn_area,684,sq um
timing,maxSlewViolCount,0,
die,core_region_area,0.00435,sq mm
timing,worstMarginPinSlew,0.490,ns
timing,final-setup-viol-count,0,
routing,post-route-drc-count,0,
timing,hold_viol_final,0,
power_and_ir_drop,max_ir_drop_vdd,0.0165,mV
critical_path,cp.required,4.96,ns
power_and_ir_drop,cellLeakagePower,0.476,nW
routing,final_antenna_net_count,0,
placement,placedCellCount,208,
grt,gr-total-overflow,0,
cts,cts.hold.buffers_added,0,
grt,grt_start_max_net_pins,12,
routing,detail_route.vias_per_cell,4.24,
timing,setup_tns,0,ns
yosys,yosys-stat-cells,96,
yosys,yosys_area,684,sq um
placement,pre_cts_ws,1.44,ns
routing,route.layer.met1.wl,1.33,mm
die,chip_area,0.00757,sq mm
timing,maxClockFrequency,211,MHz
routing,vias,882,
grt,first_global_vias,887,
routing,wl_met3,273,microns
cts,post_cts_resize_count,0,
final_layout,design.seq.count,0,
yosys,synthesis.yosys.warnings,0,
grt,antenna_violations_before_repair,0,
final_layout,layout.area.comb,647,sq um
critical_path,path_class,"in -> out",
placement,place.port_buffers,64,
critical_path,cp_common_cell,"clkdlybuf4s50_1",
yosys,synth.distinct_cells,20,
placement,hpwlAfterDp,2.48,mm
timing,max_slew_margin,0.672,
routing,drt_pre_antenna_iters,4,
routing,drtIter0Drc,36,
routing,wl_per_instance,13.5,microns
routing,wl_met2,1.21,mm
yosys,top_cells_by_area,"xor2_1 24%, xnor2_1 14%, nand3_1 7.3%",
die,initial_utilization,0.157,
critical_path,crit_path_max_incr_delay,0.54,ns
final_layout,final_util,0.314,
final_layout,fill_cells,473,
critical_path,crit_path_max_fanout,8,
die,floorplan.die.height,87,microns
routing,top_signal_layer_used,"met3",
routing,wirelength_routed,2.82,mm
critical_path,category_of_the_worst_setup_path_launch_point,"input pin",
final_layout,layout-drive-gt1-share,0.0513,
timing,layout_setup_ws,1.46,ns
yosys,ys_seq_share,0,
critical_path,timing.critical_path.to_type,"output port",
die,fp.dieW,87,microns
die,ios,64,
yosys,average_footprint_of_a_synthesized_cell,7.13,sq um
final_layout,num-clock-buffers,0,
yosys,syn_inst,96,
power_and_ir_drop,p_per_area,48.2,mW/mm^2
final_layout,area_growth,99.8,%
power by group:
group	leakage (nW)	internal, mW	switching [mW]	total (mW)
registers	0	0	0	0
clock network	0	0	0	0
logic	0.476	0.0451	0.0208	0.0659
cells in the mapped netlist:
library cell  number
buf_2              3
and3_1             5
nor2b_1            1
inv_1              4
buf_4              1
nand3_1           10
ha_1               1
nor2_1             4
nand3_2            1
nand3_4            2
xor2_1            19
nand2_2            1
xnor2_1           11
nand4_1            4
nor3b_1            1
nor4_2             4
and4_1             5
nor3_1             4
nor4_1             6
nand2_1            9
stage by stage:
step | power (mW) | area, sq um | hold WS (ns)
3_3_place_gp | 0.0671 | 1370 | 3.44
3_5_place_dp | 0.0668 | 1370 | 3.44
6_report | 0.0659 | 1370 | 3.43
4_1_cts | 0.0673 | 1370 | 3.44
2_1_floorplan | 0.0131 | 684 | 2.49
5_1_grt | 0.0721 | 1370 | 3.46
final cells by class:
cell class                      count  area share
Inverter                            4      0.0110
Timing Repair Buffer               64       0.468
Tap cell                           52      0.0476
Multi-Input combinational cell     88       0.473
cell families after synthesis:
kind of cell / synth area share
xor+xnor: 0.384
fa+ha+maj: 0.0183
buf+inv: 0.0548
simple gates: 0.543
final timing paths:
| path | startpoint | endpoint | slack [ns] | cells past startpoint |
|---|---|---|---|---|
| hold / removal | PC[31] | PC_add[31] | 3.43 | 3 |
| setup / recovery | PC[0] | PC_add[28] | 1.46 | 7 |
routing by layer:
layer / vias to the layer above / global-route usage
met4: 0 / 0
met1: 376 / 0.104
met3: 0 / 0.0208
li1: 465 / -
met5: - / 0
met2: 41 / 0.105
placed cells by master, fill, tap and decap left out, drive strengths merged:
cell type,Yosys,final
nor2,4,4
nor4,10,10
nand2,10,10
ha,1,1
nand4,4,4
xnor2,11,11
and3,5,5
nand3,13,13
nor2b,1,1
and4,5,5
xor2,19,19
nor3b,1,1
inv,4,4
nor3,4,4
clkdlybuf4s50,0,64
worst max-delay path: cells and delay by family:
kind	cells	cell delay (ns)
adders and majority gates	1	0.24
buffers and inverters	2	1.02
xor gates and xnor gates	1	0.17
and+or+nand+nor	3	0.82
Power figures rest on the tool's default switching activity, not on a simulated workload.
