### flow/run.sh
#!/bin/bash
# OpenROAD 26Q1-2900-gdf79404cd8, Yosys 0.63+post, stock flow scripts
make -C /OpenROAD-flow-scripts/flow DESIGN_CONFIG=/design/flow/config.mk WORK_HOME=/design/flow/orfs finish
### flow/config.mk
export PLATFORM = sky130hd
export DESIGN_NAME = Registers_Module
export DESIGN_NICKNAME = Registers_Module
export VERILOG_FILES = /design/flow/design.v
export SDC_FILE = /design/flow/constraint.sdc
export NUM_CORES = 4
export LEC_CHECK = 1
export CORE_UTILIZATION = 30
### flow/constraint.sdc
current_design Registers_Module

set clk_period 7.3
set clk_io_pct 0.2

create_clock -name clk0 -period $clk_period [get_ports {clk}]

set non_clock_inputs [all_inputs -no_clocks]
set_input_delay [expr $clk_period * $clk_io_pct] -clock clk0 $non_clock_inputs
set_output_delay [expr $clk_period * $clk_io_pct] -clock clk0 [all_outputs]
### flow/design.v
`timescale 1ns / 1ps
module Registers_Module #(parameter XLEN = 32,
                          parameter RegBank_Size = 32)
                         (input clk,
                          input [4:0] src1, src2, dest,
                          input wire we,   
                          input [XLEN-1:0] rd,
                          output reg [XLEN-1:0] rs1, rs2);
reg [XLEN-1:0] x[0:RegBank_Size-1];
integer i;
initial 
begin
  x[0] <= 0;  
  for(i=1; i<RegBank_Size; i=i+1)
  begin 
      begin
        x[i] <= i;
      end
  end
end
always @(*)
begin
  rs1 <= x[src1];
  rs2 <= x[src2];
end
always @(negedge clk)
begin
 if(we)
    begin
      x[dest] <= dest ? rd[31:0] : 32'b0 ;
    end
end
endmodule
==> deck_impl_summary.md <==
Key Metrics from the Run

Run status
  – Result of the run: complete, but fails checks
  – Failing checks: negative setup slack

Logic synthesis
  – Seq cells post-synth: ~1k
  – # Cells Yosys: ~3.4k
  – Aoi share: 0.0801
  – Synth unique cells: 24
  – Synth Warn #: 1
  – MUX share of area: 0.209
  – Simple-gate share of the synthesized area: 0.0512
  – FA/HA/MAJ Cells, Area Fraction: 0
  – Synth Cell Area: about 50000 µm²
  – Sequential fraction of the synthesis area: 0.628
  – Dominant combinational family: multiplexers
  – Yosys xor share: 0
  – Gate Count Post-Synth: around 3.4k
  – Yosys Chip Area: around 49000 µm²
  – Synth Area per Inst: ~14 µm²

Die
  – Core area: around 160000 µm²
  – Row cnt: 147
  – Die H: ~410 µm
  – Core Util at FP: 0.304
  – Die area: between 150000 and 200000 µm²
  – Die Wd: a little over 400 µm
  – Ports: approximately 110

Final layout
  – Layout cells sized above 1: 0.128
  – Max reg flops: between 1k and 1.5k
  – Fin area: between 60000 and 70000 µm²
  – Final-layout fill cell count: between 10k and 15k
  – Comb. cell area: between 15000 and 20000 µm²
  – Largest Register: x
  – Util after Layout: 0.386
  – Largest registers: x x1024
  – Syn-to-layout area delta: 27.1%
  – Storage cell area: between 30000 and 40000 µm²

Worst setup path
  – Critical Path Fanout Max: 2
  – CP Class: reg -> out
  – Startpoint Class: register
  – CP endpoint kind: output port
  – CP Data Arrival Time: a little under 6 ns
  – Critical Path RT: 5.84 ns

CTS
  – CTS root buf: clkbuf_16
  – Worst-path clk slew: 0.03 ns
  – H-Tree Depth: 3
  – Clock sinks: 1024
  – CTS tree: built
  – Clock buffer depth: 3
  – CTS Hold Bufs: 0
  – CTS buffer count: 113

Placed design
  – Detailed Place HPWL: ~92 mm
  – Placement Cell Area: ~54000 µm²
  – Gpl congestion: ~0.87
  – Dpl ws: between 0.04 and 0.05 ns
  – Port bufs: ~110

Worst hold path
  – Hold Path Class: in -> out

Route
  – Drt total wl: 158 mm
  – DR iter-0 viols: approximately 1.9k
  – Routed Antenna Nets: 0
  – Routed vias: around 35k
  – TritonRoute pass-1 iters: 7
  – Wire per inst: 23.0 µm
  – DRC viols: 0
  – DR vias/cell: about 5.0

Final timing
  – Setup violators final: 2
  – Final slew viol count: 0
  – Relative slew slack: 0.331
  – Hold Violations, Final: 0
  – Slew @ Worst Pin: ~1 ns
  – Final worst slack: -0.0287 ns
  – Setup TNS: -0.0366 ns
  – RSZ-0062 raised after global routing: yes

Global route
  – Initial antenna violation count: 12
  – Pin count of the biggest net entering global routing: between 80 and 90
  – Vias in the first global route: between 30k and 40k
  – Gr usage total: 0.202
  – First-pass GRT wire length: 228 mm
  – Global route overflow: 0

Power and ir drop
  – Peak supply drop: about 0.21 mV
  – PD cells: 247 nW/µm²
  – Total power: ~15 mW
  – Static Leak: around 27 nW

Flow run
  – Tool Warnings: just over 1k
  – Max-Cap Viols: 0
-- critical path: stages, from the launching register on --
cell and delay [ns]:
edfxtp_1 0.38, buf_4 0.15, mux2i_1 0.13, a22o_1 0.17
nor3_1 0.07, a31oi_2 0.34, nand3_2 0.13, buf_2 0.14
-- final timing paths --
check | start | endpoint | slack (ns) | cells after the start
setup / recovery | x[7][29]$_DFFE_NP_ | rs2[29] | -0.03 | 7
hold / removal | src1[1] | rs1[16] | 3.83 | 6
-- cells by family after synthesis --
family                 Yosys count
AOI/OAI and AO/OA              576
buffers and inverters          256
DFF                           1024
muxes                         1024
and+or+nand+nor                542
-- metal layers --
metal,vias up,share of wire,track usage
met3,233,0.15,0.151
met5,-,0.00083,0.0223
met1,16600,0.36,0.223
met2,1904,0.47,0.298
met4,12,0.022,0.0726
li1,15900,-,-
-- cell usage in the layout (no fill, tap or decap), drive strengths merged --
master            n
nor3             64
clkdlybuf4s50    46
mux2i          1024
a31oi            64
dlygate4sd2       1
or2               2
diode            24
a22oi           192
nor2b             4
and2             34
nor2             35
a22o            128
clkinv            1
clkdlybuf4s15    10
nand3b            5
or3               1
a21oi           192
edfxtp         1024
nand2b            5
inv            1069
clkinvlp         38
bufinv            6
buf             214
nand3           194
clkbuf          140
nand2           195
or3b              3
-- area by class of cell --
class	instances	area share
timing repair buffer	297	0.0568
antenna	24	0.000965
multi-input combinational	2142	0.287
clock inverter	1114	0.0716
tap	2160	0.0434
clock buffer	114	0.0458
sequential	1024	0.494
-- timing repair --
action	4_1_cts	5_1_grt
setup buffers	2	0
endpoints found under the setup margin	64	54
pin swaps	106	63
resized	313	52
-- power breakdown --
part	internal, mW	switching [mW]	total [mW]
Clock	3.77	3.63	7.40
Sequential	6.61	0.0287	6.64
Combinational	0.503	0.849	1.35
Total	10.9	4.51	15.4
-- synth_stat cells, drive strengths merged --
cell	count	area share
edfxtp	1024	0.63
mux2i	1024	0.21
nand2	195	0.015
nand3	194	0.020
a21oi	192	0.020
a22oi	192	0.029
buf	179	0.026
a22o	128	0.023
clkbuf	76	0.0061
a31oi	64	0.0082
nor3	64	0.0065
nor2	35	0.0027
and2	34	0.0043
nand2b	5	0.00064
nand3b	5	0.00077
nor2b	4	0.00051
or3b	3	0.00054
or2	2	0.00026
inv	1	0.000077
or3	1	0.00013
-- stage by stage --
stage	hold slack [ns]	std cells
5_1_grt	3.86	6875
6_report	3.83	6875
4_1_cts	3.85	6852
2_1_floorplan	3.18	3422
3_5_place_dp	4.27	5625
3_3_place_gp	4.27	5625
Power figures rest on the tool's default switching activity, not on a simulated workload.
