## ./config.mk

```make
export PLATFORM = sky130hd
export DESIGN_NAME = PC_Module
export DESIGN_NICKNAME = PC_Module
export VERILOG_FILES = /design/flow/design.v
export SDC_FILE = /design/flow/constraint.sdc
export NUM_CORES = 4
export LEC_CHECK = 1
export CORE_UTILIZATION = 30
```

## ./constraint.sdc

```tcl
current_design PC_Module

set clk_period 1.1
set clk_io_pct 0.2

create_clock -name clk0 -period $clk_period [get_ports {clk}]

set non_clock_inputs [all_inputs -no_clocks]
set_input_delay [expr $clk_period * $clk_io_pct] -clock clk0 $non_clock_inputs
set_output_delay [expr $clk_period * $clk_io_pct] -clock clk0 [all_outputs]
```

## ./run.sh

```bash
#!/bin/bash
# OpenROAD 26Q1-2900-gdf79404cd8, Yosys 0.63+post, stock flow scripts
make -C /OpenROAD-flow-scripts/flow DESIGN_CONFIG=/design/flow/config.mk WORK_HOME=/design/flow/orfs finish
```

## ./design.v

```verilog
module MUX #(parameter Width = 32)(input [Width-1 : 0] a, b,
 input  s,
 output [Width-1 : 0] out);
assign out = (s == 1'b0) ? a : b;
endmodule
module PC_Module #(parameter XLEN=32)
                (
                    input clk, PCSel,
                    input [XLEN-1:0] PC_add,
                    input [XLEN-1:0] PC_br_jmp,
                    output reg [XLEN-1:0] PC
                );
wire [XLEN-1:0] PC_next;
MUX mux1(.a(PC_add),.b(PC_br_jmp),.s(PCSel),.out(PC_next)); 
initial begin
    PC = 32'hffffffff;
end
always @(negedge clk) begin
    PC <= PC_next;
end
endmodule
```

==> Changelog: implementation <==
### Physical design

* Status: finished with violations
* Failing checks: negative setup slack
* Initial antenna violation count at 0
* P_int at 2.20 mW
* Post-Synthesis Cell Area at 1190 µm²
* Psw at 0.820 mW
* Antenna violation net count after detailed routing at 0
* DR WL met3 at 380 µm
* Drt total wl at 2890 µm
* Crit Path Class: reg2out
* Buf+Inv Stages, Crit Path at 1
* Hold WS at 0.769 ns
* Crit path launch: PC[2]
* Avg Vias per Cell at 4.06
* Top logic cell by instance count in the layout: dlygate4sd2_1
* Row cnt at 22
* Slew Limit Fails at 0
* Clock root cell: clkbuf_8
* Starting density of the core at 31.8%
* Share of the synthesized area in the top cell type at 53.9%
* Design Area, Final at 2250 µm²
* Final setup violation count at 54
* Synth cell types at 6
* First-pass GRT wire length at 4370 µm
* Die width at 64.9 µm
* Top flop regs: PC: 32 flops
* Number of failing hold endpoints at the final stage at 0
* Fraction of layout cells with a size suffix above 1 at 37.7%
* PnR Total Power at 3.02 mW
* Routed met1 length at 1050 µm
* Slowest cell on the critical path: dfxtp_1
* Pwr/cell area at 1340 nW/µm²
* Antenna diode count at 0
* OpenROAD warnings at 60
* GRT Util Overall at 14.1%
* Sw frac at 27.2%
* GP Congestion at 0.673
* Top sig layer: met4
* Total CTS buffers at 5
* YS warnings at 1
* Core box area at 3740 µm²
* Area grow syn2layout at 89.7%
* Worst hold start: PC_br_jmp[17]
* GR Overflow Total at 0
* IO buf count at 97
* Depth of the CTS H-tree at 2
* Max-cap violations at 0
* Remaining DRCs at 0
* Delay-heaviest family, CP: flip-flops
* Die area at 4220 µm²
* DR iter-0 viols at 18
* Critical Path RT at 0.88 ns
* Gate Count Post-Synth at 69
* Crit path cell chain: buf_2
* Met2 WL at 1420 µm
* Synth area leaders: dfxtp_1 54%, mux2_4 38%, buf_12 5.1%
* Setup crit start kind: flop
* Largest Register: PC
* Pre-Repair DR Iteration Count at 2
* Most frequent cells in the layout: 64 x dlygate4sd2_1, 34 x inv_1, 32 x mux2_4, 32 x buf_2, 31 x dfxtp_1
* Slew headroom at 93.8%
* Worst-path maximum fanout at 1
* Hold Path Class: in2reg
* Seq/Total Area, Yosys at 53.9%
* Synth flops at 32
* DP Area at 2180 µm²
* Slew @ Worst Pin at 0.0936 ns
* Fillers at 340
* Final worst slack at -0.406 ns
* Combinational share of power at 15.4%
* Post-DP HPWL at 2080 µm
* Lkg Pwr at 1.28 nW
* Via count at 1036
* Leading area contributor after synthesis: dfxtp_1
* Clk pin slew, worst setup/hold paths at 0.04 ns
* Vias in the first global route at 1074
* Wire length per cell at 11.3 µm
* Setup crit end kind: output port
* Flip-flop count of the largest register after layout at 32
* Worst path max stage delay at 0.29 ns
* Sequential Power Share at 42.4%
* I/O pin cnt at 98
* Die height at 64.9 µm
* CTS tree: built
* Number of cells in Yosys stat at 69
* RSZ-0062 raised after global routing: yes
* Maximum number of pins on one net before global-route repair at 10
* Sink Count at 32
* Post-Syn Area per Cell at 17.2 µm²
* CTS Buffer Depth at 2
* Critical Path AT at 1.29 ns
* VDD IR max at 698 µV
* Post-synthesis chip area from yosys at 1190 µm²
* Clk pwr share at 42.2%
final timing paths:
path / slack [ns] / to / depth (start not counted)
min: 0.77 / PC[17] / 2
max: -0.41 / PC[2] / 1
final cells by class:
type	count	area [µm²]	area share (%)
clock inverter	35	133	5.88
multi-input combinational	32	480	21.3
clock buffer	5	68.8	3.05
sequential	32	642	28.5
timing repair buffer	103	871	38.6
tap	48	60.1	2.66
through the flow:
step / setup TNS (ns) / utilization, % / setup WS [ns] / std cells
finish: -12.77 / 60.2 / -0.406 / 255
global route: -14.00 / 60.2 / -0.462 / 255
CTS: -13.11 / 60.2 / -0.425 / 255
detailed placement: -28.19 / 58.3 / -0.486 / 212
global placement: -28.05 / 58.3 / -0.471 / 212
floorplan: -10.17 / - / -0.325 / 69
logic make-up after synthesis:
family | Yosys count | synth area share (%)
muxes | 32 | 39.8
buffers and inverters | 5 | 6.32
DFF | 32 | 53.9
routing by layer:
metal / track usage [%] / vias up
met5: 0 / -
met2: 23.3 / 66
met4: 5.83 / 0
met3: 10.0 / 6
li1: - / 513
met1: 13.1 / 451
power groups by stage:
stage     clock, mW  combinational (mW)  sequential [mW]
4_1_cts        1.34               0.474             1.28
5_1_grt        1.48               0.502             1.29
6_report       1.27               0.465             1.28
synth_stat cells, drive strengths merged:
library cell   n
dfxtp         32
buf            4
mux2          32
inv            1
timing repair:
| action | CTS | global route |
|---|---|---|
| cloned | 3 | 0 |
| resized | 170 | 1 |
| hold buffers | 0 | 0 |
| hold endpoints to repair | 0 | 0 |
| setup endpoints to repair | 64 | 40 |
| setup buffers | 1 | 0 |
Power and IR drop assume default switching activity.
